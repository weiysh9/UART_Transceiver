==> ./config.mk <==
export PLATFORM = sky130hd
export DESIGN_NAME = UART_Transceiver
export DESIGN_NICKNAME = UART_Transceiver
export VERILOG_FILES = /design/flow/design.v
export SDC_FILE = /design/flow/constraint.sdc
export NUM_CORES = 4
export LEC_CHECK = 1
export CORE_UTILIZATION = 50
==> ./constraint.sdc <==
current_design UART_Transceiver

set clk_period 7.3
set clk_io_pct 0.2

create_clock -name clk0 -period $clk_period [get_ports {clk}]

set non_clock_inputs [all_inputs -no_clocks]
set_input_delay [expr $clk_period * $clk_io_pct] -clock clk0 $non_clock_inputs
set_output_delay [expr $clk_period * $clk_io_pct] -clock clk0 [all_outputs]
==> ./design.v <==
`timescale 1ns / 1ps
`default_nettype none
module UART_Transceiver #
(
    parameter   Databits    =   8,
    parameter   Parity      =   "NONE",  
    parameter   Stopbits    =   0,       
    parameter   parity_bit  =   (Parity == "NONE")? 0   :   1
)
(
    input   wire                    clk,
    input   wire                    rst,
    input   wire    [15:0]          prescale,
    input   wire    [Databits-1:0]  s_axis_tdata,
    input   wire                    s_axis_tvalid,
    output  wire                    s_axis_tready,
    output  wire    [Databits-1:0]  m_axis_tdata,
    output  wire                    m_axis_tvalid,
    input   wire                    m_axis_tready,
    output  wire                    m_axis_error,
    output  wire                    txd,
    input   wire                    rxd,
    output  wire                    tx_busy,
    output  wire                    rx_busy
);
UART_tx #(
    .Databits(Databits),
    .Parity(Parity),
    .Stopbits(Stopbits)
)
uart_tx_inst (
    .clk(clk),
    .rst(rst),
    .s_axis_tdata(s_axis_tdata),
    .s_axis_tvalid(s_axis_tvalid),
    .s_axis_tready(s_axis_tready),
    .txd(txd),
    .busy(tx_busy),
    .prescale(prescale)
);
UART_rx #(
    .Databits(Databits),
    .Parity(Parity),
    .Stopbits(Stopbits)
)
uart_rx_inst (
    .clk(clk),
    .rst(rst),
    .m_axis_tdata(m_axis_tdata),
    .m_axis_tvalid(m_axis_tvalid),
    .m_axis_tready(m_axis_tready),
    .m_axis_error(m_axis_error),
    .rxd(rxd),
    .busy(rx_busy),
    .prescale(prescale)
);
endmodule
`default_nettype wire
`timescale 1ns / 1ps
`default_nettype none
module UART_rx  #
(
    parameter   Databits    =   8,
    parameter   Parity      =   "NONE",  
    parameter   Stopbits    =   0,       
    parameter   parity_bit  =   (Parity == "NONE")? 0   :   1
)
(
    input   wire                    clk,
    input   wire                    rst,     
    input   wire                    rxd,
    output  wire    [Databits-1:0]  m_axis_tdata,
    output  wire                    m_axis_tvalid,
    input   wire                    m_axis_tready,
    output  wire                    m_axis_error,  
    output  wire                    busy,
    input   wire    [15:0]          prescale     
);
    reg rxd_reg = 1;
    reg [Databits-1:0]  data_reg = 0;
    reg [15:0]  prescale_reg = 0;
    reg [3:0]   bit_cnt = 0;
    wire    parity;
    reg     parity_reg = 0;
    reg [Databits - 1:0]    m_axis_tdata_reg = 0;
    reg                     m_axis_tvalid_reg = 0;
    reg                     m_axis_error_reg = 0;
    reg     busy_reg;
    assign  m_axis_tdata    =   m_axis_tdata_reg;
    assign  m_axis_tvalid   =   m_axis_tvalid_reg;
    assign  m_axis_error =   m_axis_error_reg;
    assign  busy    =   busy_reg;
    always @(posedge clk)
        if(rst)
            rxd_reg <=  1;
        else
            rxd_reg <=  rxd;
    always @(posedge clk)
        if(rst)
            bit_cnt <=  0;
        else if(prescale_reg == 0)  begin
            if(bit_cnt == 0)
                bit_cnt <=  (~rxd_reg)? Databits + parity_bit + 2   :   0;
            else
                bit_cnt <=  bit_cnt - 1;
        end
        else
            bit_cnt <=  bit_cnt;
    always @(posedge clk)
        if(rst)
            data_reg    <=  0;
        else if((prescale_reg == 0) && (bit_cnt > parity_bit + 1))
            data_reg    <=  {rxd_reg,data_reg[Databits-1:1]};
        else
            data_reg    <=  data_reg;
    always @(posedge clk)
        if(rst)
            m_axis_tvalid_reg   <=  0;
        else if((prescale_reg == 0) && (bit_cnt == 1))
            m_axis_tvalid_reg   <=  (rxd_reg)?  1   :   0;
        else
            m_axis_tvalid_reg   <=  (m_axis_tvalid & m_axis_tready)?    0   :   m_axis_tvalid_reg;
    always @(posedge clk)
        if(rst)
            m_axis_tdata_reg   <=  0;
        else if((prescale_reg == 0) && (bit_cnt == 1))
            m_axis_tdata_reg   <=  (rxd_reg)?  data_reg   :   0;
        else
            m_axis_tdata_reg   <=  (m_axis_tvalid & m_axis_tready)?    0   :   m_axis_tdata_reg;
    always @(posedge clk)
        if(rst)
            busy_reg    <=  0;
        else if((prescale_reg == 0) && (bit_cnt == 0))
            busy_reg    <=  (~rxd_reg)? 1   :   0;
        else
            busy_reg    <=  busy_reg;
    generate    begin
        always @(posedge clk)
            if(rst)
                prescale_reg    <=  0;
            else if(prescale_reg != 0)
                prescale_reg    <=  prescale_reg - 1;
            else    begin
                if(bit_cnt == 2)    begin
                    if(Stopbits == 0)
                        prescale_reg    <=  prescale - 1;
                    else if(Stopbits == 1)
                        prescale_reg    <=  prescale + (prescale >> 1) - 1;
                    else if(Stopbits == 2)
                        prescale_reg    <=  (prescale << 1) - 1;
                    else
                        prescale_reg    <=  prescale - 1;
                end
                else if(bit_cnt == 1)
                    prescale_reg    <=  0;
                else if(bit_cnt == 0)
                    prescale_reg    <=  (~rxd_reg)? (prescale >> 1) :   0;
                else
                    prescale_reg    <=  prescale - 1;
            end
        begin
            if(Parity == "ODD")
                assign  parity  =   ~(^data_reg);
            else if(Parity == "EVEN")
                assign  parity  =   (^data_reg);
            else if(Parity == "MARK")
                assign  parity  =   1;
            else if(Parity == "SPACE")
                assign  parity  =   0;
            else
                assign  parity  =   0;
        end    
        if(Parity != "NONE")    begin
            always @(posedge clk)
                if(rst)
                    parity_reg  <=  0;
                else if((prescale_reg == 0) && (bit_cnt == 2))
                    parity_reg  <=  rxd_reg;
                else
                    parity_reg  <=  parity_reg;
        end
        begin
            always @(posedge clk)
                if(rst)
                    m_axis_error_reg <=  0;
            else if((prescale_reg == 0) && (bit_cnt == 1))      begin
                    if(Parity == "NONE")
                        m_axis_error_reg    <=  (~rxd_reg)?  1  :   0;
                    else
                        m_axis_error_reg <= (~rxd_reg)? 1   :   ((parity == parity_reg)? 0   :   1);
                end
                else
                    m_axis_error_reg <=  (m_axis_tvalid & m_axis_tready)?    0   :   m_axis_error_reg;
        end
        end
    endgenerate
endmodule
`default_nettype wire
`timescale 1ns / 1ps
`default_nettype none
module UART_tx  #
(
    parameter   Databits    =   8,
    parameter   Parity      =   "NONE",  
    parameter   Stopbits    =   0,       
    parameter   parity_bit  =   (Parity == "NONE")? 0   :   1
)
(
    input   wire                    clk,
    input   wire                    rst,     
    input   wire    [Databits-1:0]  s_axis_tdata,
    input   wire                    s_axis_tvalid,
    output  wire                    s_axis_tready,
    output  wire                    txd,
    output  wire                    busy,
    input   wire    [15:0]          prescale     
    );
    reg s_axis_tready_reg = 0;
    reg txd_reg = 1;
    reg [3:0]   bit_cnt = 0;
    reg [15:0]  prescale_reg = 0;
    wire        parity;
    wire[Databits+parity_bit:0] data;
    reg [Databits+parity_bit:0] data_reg = 0;
    reg         busy_reg = 0;
    assign s_axis_tready =   s_axis_tready_reg;
    assign txd  =   txd_reg;
    assign busy =   busy_reg;
    always @(posedge clk)
        if(rst)
            s_axis_tready_reg    <=  0;
        else if(prescale_reg != 0)
            s_axis_tready_reg    <=  0;
        else if(bit_cnt == 0)
            s_axis_tready_reg    <=  s_axis_tvalid?   ~s_axis_tready_reg   :   1;
        else
            s_axis_tready_reg    <=  s_axis_tready_reg;
    always @(posedge clk)
        if(rst)
            bit_cnt <=  0;
        else if(prescale_reg == 0)  begin
            if(bit_cnt == 0)
                bit_cnt <=  s_axis_tvalid?   Databits + parity_bit + 1   :   0;
            else
                bit_cnt <=  bit_cnt - 1;        
        end
        else
            bit_cnt <=  bit_cnt;
    generate begin
        always @(posedge clk)   begin
            if(rst)
                prescale_reg    <=  0;
            else if(prescale_reg != 0)
                prescale_reg    <=  prescale_reg - 1;
            else    begin
                if(bit_cnt == 0)
                    prescale_reg    <=  (s_axis_tvalid)? prescale - 1    :   0;
                else if(bit_cnt == 1)   begin
                    if(Stopbits == 0)
                        prescale_reg    <=  prescale - 1;
                    else if(Stopbits == 1)
                        prescale_reg    <=  prescale + (prescale >> 1) - 1;
                    else
                        prescale_reg    <=  (prescale << 1) - 1;
                end
                else
                    prescale_reg    <=  prescale - 1;
            end
        end
        begin
            if(Parity == "ODD")
                assign  parity  =   ~(^s_axis_tdata);
            else if(Parity == "EVEN")
                assign  parity  =   (^s_axis_tdata);
            else if(Parity == "MARK")
                assign  parity  =   1;
            else if(Parity == "SPACE")
                assign  parity  =   0;
            else
                assign  parity  =   0;
        end
        begin
            if(parity_bit)
                assign  data    =   {1'b1,parity,s_axis_tdata};
            else
                assign  data    =   {1'b1,s_axis_tdata};
        end
        always @(posedge clk)   begin
            if(rst)
                data_reg    <=  0;
            else if(prescale_reg == 0)  begin
                if(bit_cnt == 0)
                    data_reg    <=  (s_axis_tvalid)? data    :   0;
                else
                    data_reg    <=  {1'b1,data_reg[Databits+parity_bit:1]};
            end
            else
                data_reg    <=  data_reg;
        end
        end
    endgenerate
    always @(posedge clk)
        if(rst)
            txd_reg <=  1;
        else if(prescale_reg == 0)  begin
            if(bit_cnt == 0)
                txd_reg <=  (s_axis_tvalid)? 0   :   1;
            else
                txd_reg <=  data_reg[0];
        end
        else
            txd_reg <=  txd_reg;
    always @(posedge clk)
        if(rst)
            busy_reg    <=  0;
        else if((prescale_reg == 0) && (bit_cnt == 0))
            busy_reg    <=  (s_axis_tvalid)? 1   :   0;
        else
            busy_reg    <=  busy_reg;
endmodule
`default_nettype wire
==> ./run.sh <==
#!/bin/bash
# OpenROAD 26Q1-2900-gdf79404cd8, Yosys 0.63+post, stock flow scripts
make -C /OpenROAD-flow-scripts/flow DESIGN_CONFIG=/design/flow/config.mk WORK_HOME=/design/flow/orfs finish
==> notes.org <==
* Flow results

** Run status
- The run finished with clean final reports.

** STA
- The final critical path takes up between 40% and 50% of the cycle.
- Endpoints failing hold :: 0
- For the final routed database, the setup TNS stands at 0 ns.
- Highest clock frequency the design can meet :: between 200 and 300 MHz
- Counting pins that exceed their max-slew limit in the final report gives 0.
- The worst-case max-slew headroom was logged as a little over two fifths.
- For the finished layout, the period the worst path requires is ~3.6 ns.
- Setup repair after global routing left no endpoint under its margin.
- For the pin with the worst max-slew slack, the measured transition is between 0.8 and 0.9 ns.
- The end-of-flow timing check tallies setup violations at 0.
- Final setup skew :: ~0.0055 ns

** Job
- In this run the maximum-capacitance check reported violations numbering 0.
- Count of tool warnings :: 29

** GRT
- Antenna violations before repair :: 0
- Global routing finished with a remaining overflow of 0.
- Global routing used around a quarter of the available tracks across all layers.
- Entering global routing, the biggest net connects around 72 pins.
- The first global-routing pass estimated between 10 and 15 mm of wire.
- Via count of the first global-routing pass :: ~3.0k

** Synth
- Synth flops :: between 70 and 80
- Count of library flops with an enable pin :: 0
- Cell types occupying the most area after synthesis :: sky130_fd_sc_hd__dfxtp_1 (39%), sky130_fd_sc_hd__nor2_1 (5.9%), sky130_fd_sc_hd__nor3_1 (4.3%)
- The number of cells reported by Yosys stat comes to about 440.
- Largest type area fraction :: between 30 and 40%
- Summing every instance area after synthesis gives between 0.003 and 0.004 mm².
- The synthesis report lists the Yosys warning total as 2.
- Yosys stat area :: 0.003710 mm²
- Cell count after synthesis :: 435
- Share of synthesized area occupied by flip-flops and latches :: 38.85%
- Post-Syn Area per Cell :: around 8.5 µm²
- Share of async-settable or async-resettable flops after synthesis :: 0%
- Among all cell types in the netlist, the one instantiated most often is sky130_fd_sc_hd__dfxtp_1.
- Leading area contributor after synthesis :: sky130_fd_sc_hd__dfxtp_1
- Yosys reports that the most numerous cell types are sky130_fd_sc_hd__dfxtp_1 (72), sky130_fd_sc_hd__nor2_1 (58), sky130_fd_sc_hd__nor3_1 (32), sky130_fd_sc_hd__clkbuf_1 (27), sky130_fd_sc_hd__nand2_1 (19).
- Cell variety after synth :: 54
- Post-synth top flop :: sky130_fd_sc_hd__dfxtp_1

** Power
- The worst VDD IR drop from the latest analysis is approximately 0.17 mV.
- In this run the power density over the cells is around 390 mW/mm².
- The leakage power in the latest report is between 1.5 and 2 nW.
- The final power report lists total power as 1.722 mW.

** Setup path
- Per STA, the endpoint of the critical path is uart_rx_inst.prescale_reg[13].
- The data arrival time reported for the critical path is between 3 and 4 ns.
- Worst setup startpoint :: prescale[2]
- STA reports a reg2reg setup slack of ~4.6 ns.
- Looking at the reg2reg group, the worst path starts from uart_tx_inst.prescale_reg[2].
- The critical path goes through clkdlybuf4s50_1 -> or4_1 -> or4_4 -> o211a_1 -> a2111oi_1 -> nor4_1.
- Slowest-stage cell, CP :: sky130_fd_sc_hd__or4_1
- Critical register-to-register path endpoint :: uart_tx_inst.bit_cnt[1]
- On the worst path, the slowest cell contributes a delay of around 0.62 ns.
- STA classifies the critical path endpoint as a register.
- Path type of the worst setup path :: primary input to register
- CP max FO :: 6
- For the worst flop-to-flop path, the logic depth is 5.
- For the worst setup path, the data required time is ~7.5 ns.
- STA classifies the critical path startpoint as a primary input.

** Placement
- Placer's final routability congestion estimate :: roughly 0.84
- HPWL Detailed :: between 6 and 7 mm
- Port bufs :: around 42

** Clocking
- Resized Gates After CTS :: 0
- TritonCTS clock tree :: yes
- Clock sink count :: approximately 72
- Number of buffers inserted to repair setup after CTS :: 0
- Buffers inserted to repair hold after CTS numbered 0.
- CTS max path bufs :: 2
- Clock tree synthesis selected as its root buffer the cell sky130_fd_sc_hd__clkbuf_8.
- The clock reaches the later pin of the worst-skew pair after between 0.3 and 0.4 ns.
- H-Tree Depth :: 3
- Number of buffers created by CTS :: 9
- After clock tree synthesis, the clock-pin slew on the worst setup and hold paths is approximately 0.080 ns.

** Routing
- Met1 WL :: 4.465 mm
- Amount of wire on met3 after detailed routing :: 408 µm
- Average routed wire per standard cell :: around 16 µm
- Drt first-iter violations :: roughly 230
- Detailed-route via count :: ~3.3k
- The iteration count recorded for the first detailed-route pass is 5.
- DRC violations left :: 0
- Remaining number of nets flagged by the antenna check after routing :: 0
- Per the detail_route log, the uppermost layer with routed signals is met4.
- Per the detail_route log, met2 wirelength is approximately 4.1 mm.
- Total antenna diodes in the routed design :: 0
- Using the TritonRoute via totals, the vias-per-cell ratio works out to 5.842.
- Total length of routed wires :: between 8 and 9 mm

** Floorplan
- From bottom edge to top edge, the die measures 88.14 µm.
- In this run the horizontal extent of the chip is about 90 µm.
- After floorplanning, the core was divided into 31 placement rows.
- Floorplan core area :: 0.007214 mm²
- Total die size :: slightly below 0.008 mm²
- Core utilization before placement :: 51.42%
- I/O Pins :: about 43

** Cells and area
- Number of inserted filler cells in the final layout :: ~630
- Area added between synthesis and finish :: 19.09%
- The post-route netlist has ~7.4% of its cells at a drive strength greater than 1.

** Worst hold path
- Path type of the worst min-delay path :: register to register
cells in the final DEF (no fill, tap or decap), types with 8 or more instances in the layout:
master and count:
sky130_fd_sc_hd__nand3_1 9, sky130_fd_sc_hd__a22o_1 8, sky130_fd_sc_hd__xnor2_1 12, sky130_fd_sc_hd__dfxtp_1 72, sky130_fd_sc_hd__and3_1 9, sky130_fd_sc_hd__o21ai_0 8, sky130_fd_sc_hd__inv_1 9, sky130_fd_sc_hd__a211oi_1 14
sky130_fd_sc_hd__clkdlybuf4s50_1 41, sky130_fd_sc_hd__xor2_1 14, sky130_fd_sc_hd__nor2_1 58, sky130_fd_sc_hd__clkbuf_8 10, sky130_fd_sc_hd__or4_1 9, sky130_fd_sc_hd__nor4_1 12, sky130_fd_sc_hd__a21oi_1 18, sky130_fd_sc_hd__nand2_1 19
sky130_fd_sc_hd__nor3_1 32, sky130_fd_sc_hd__mux2i_1 15, sky130_fd_sc_hd__a221oi_1 12
kinds of logic after synthesis:
kind of cell	share of synthesized area, %
compound gates	18.25
xor+xnor	6.138
fa+ha+maj	2.361
buf+inv	3.777
flops	38.85
mux	4.351
simple gates	26.27
critical path: cells and delay by family:
kind	cells	cell delay [ns]
AND/OR/NAND/NOR	3	1.29
AND-OR/OR-AND	2	0.60
buffers and inverters	1	0.50
worst min path at each step:
stage / endpoint / cells past startpoint / startpoint
after global routing: uart_rx_inst.m_axis_tdata_reg[0] / 1 / uart_rx_inst.data_reg[0]
after CTS: uart_rx_inst.m_axis_tdata_reg[1] / 1 / uart_rx_inst.m_axis_tdata_reg[1]
final: uart_rx_inst.m_axis_tdata_reg[3] / 1 / uart_rx_inst.m_axis_tdata_reg[3]
where the power goes:
part	switching, mW	total (mW)	internal, mW
Clock	0.156	0.359	0.203
Combinational	0.437	0.763	0.326
Sequential	0.100	0.600	0.500
metrics by stage:
stage | util, % | area [µm²] | worst slack, ns | hold WS, ns | cells
2_1_floorplan | - | 3710 | 3.892 | 0.4259 | 435
3_3_place_gp | 58.05 | 4188 | 3.341 | 0.4638 | 554
3_5_place_dp | 58.05 | 4188 | 3.322 | 0.4602 | 554
4_1_cts | 61.24 | 4418 | 3.681 | 0.4876 | 570
5_1_grt | 61.24 | 4418 | 3.542 | 0.5043 | 570
6_report | 61.24 | 4418 | 3.653 | 0.4856 | 570
cell type report:
type,count,area [µm²],area share [%]
Timing Repair Buffer,48,460.4,10.42
Clock buffer,10,137.6,3.115
Tap cell,99,123.9,2.804
Inverter,9,33.78,0.7647
Sequential cell,72,1441,32.63
Clock inverter,6,92.59,2.096
Multi-Input combinational cell,326,2128,48.17
per-layer routing:
layer | track usage, % | up-vias
li1 | - | 1683
met1 | 39.89 | 1576
met2 | 37.35 | 65
met3 | 3.149 | 6
met4 | 3.079 | 0
met5 | 0 | -
Power and IR drop assume default switching activity.
